File: ./config.mk
export PLATFORM = sky130hd
export DESIGN_NAME = ALSU
export DESIGN_NICKNAME = ALSU
export VERILOG_FILES = /design/flow/design.v
export SDC_FILE = /design/flow/constraint.sdc
export NUM_CORES = 4
export LEC_CHECK = 1
export CORE_UTILIZATION = 40
export SYNTH_HDL_FRONTEND = slang
File: ./constraint.sdc
current_design ALSU

set clk_period 3.4
set clk_io_pct 0.2

create_clock -name clk0 -period $clk_period [get_ports {clk}]

set non_clock_inputs [all_inputs -no_clocks]
set_input_delay [expr $clk_period * $clk_io_pct] -clock clk0 $non_clock_inputs
set_output_delay [expr $clk_period * $clk_io_pct] -clock clk0 [all_outputs]
File: ./design.v
package pkg_Q3;
  typedef enum logic [2:0] {
    OR,
    XOR,
    ADD,
    MULT,
    SHIFT,
    ROTATE,
    INVALID_6,
    INVALID_7
  } opcode_typedef;   
  parameter MAXPOS = 3;
  parameter MAXNEG = -4;
  parameter ZERO = 0;   
  parameter INPUT_PRIORITY = "A";
  parameter FULL_ADDER = "ON";
  class ALSU_class;
    rand logic [2:0] A, B;   
    rand
    opcode_typedef
    opcode;  
    rand
    logic
        cin,
        serial_in,
        direction,
        red_op_A,
        red_op_B,
        bypass_A,
        bypass_B,
        rst;   
    constraint cons {
      rst dist {
        0 := 95,
        1 := 5
      };   
      opcode dist {
        OR := 15,
        XOR := 15,
        ADD := 15,
        MULT := 15,
        SHIFT := 15,
        ROTATE := 15,
        INVALID_6 := 5,
        INVALID_7 := 5
      };
      bypass_A == 0;
      bypass_B == 0;
      if (opcode == ADD || opcode == MULT) {
        A dist {
          MAXPOS := 45,
          MAXNEG := 45,
          ZERO   := 30
        };
        B dist {
          MAXPOS := 45,
          MAXNEG := 45,
          ZERO   := 30
        };
      }   
      if ((opcode == OR || opcode == XOR) && red_op_A) {
        A dist {
          1 := 10,
          2 := 10,
          4 := 10
        };
        B == 0;
      }
      if ((opcode == OR || opcode == XOR) && red_op_B) {
        B dist {
          1 := 10,
          2 := 10,
          4 := 10
        };
        A == 0;
      }
    }
  endclass   
endpackage
module ALSU (
    A,
    B,
    cin,
    serial_in,
    red_op_A,
    red_op_B,
    opcode,
    bypass_A,
    bypass_B,
    clk,
    rst,
    direction,
    leds,
    out
);
  parameter INPUT_PRIORITY = "A";
  parameter FULL_ADDER = "ON";
  input clk, cin, rst, red_op_A, red_op_B, bypass_A, bypass_B, direction, serial_in;
  input [2:0] opcode;
  input signed [2:0] A, B;
  output reg [15:0] leds;
  output reg signed [5:0] out;
  reg red_op_A_reg, red_op_B_reg, bypass_A_reg, bypass_B_reg, direction_reg, serial_in_reg;
  reg signed [1:0] cin_reg;   
  reg [2:0] opcode_reg;
  reg signed [2:0] A_reg, B_reg;
  wire invalid_red_op, invalid_opcode, invalid;
  assign invalid_red_op = (red_op_A_reg | red_op_B_reg) & (opcode_reg[1] | opcode_reg[2]);
  assign invalid_opcode = opcode_reg[1] & opcode_reg[2];
  assign invalid = invalid_red_op | invalid_opcode;
  always @(posedge clk or posedge rst) begin
    if (rst) begin
      cin_reg <= 0;
      red_op_B_reg <= 0;
      red_op_A_reg <= 0;
      bypass_B_reg <= 0;
      bypass_A_reg <= 0;
      direction_reg <= 0;
      serial_in_reg <= 0;
      opcode_reg <= 0;
      A_reg <= 0;
      B_reg <= 0;
    end else begin
      cin_reg <= cin;
      red_op_B_reg <= red_op_B;
      red_op_A_reg <= red_op_A;
      bypass_B_reg <= bypass_B;
      bypass_A_reg <= bypass_A;
      direction_reg <= direction;
      serial_in_reg <= serial_in;
      opcode_reg <= opcode;
      A_reg <= A;
      B_reg <= B;
    end
  end
  always @(posedge clk or posedge rst) begin
    if (rst) begin
      leds <= 0;
    end else begin
      if (invalid) leds <= ~leds;
      else leds <= 0;
    end
  end
  always @(posedge clk or posedge rst) begin
    if (rst) begin
      out <= 0;
    end else begin
      if (bypass_A_reg && bypass_B_reg) out <= (INPUT_PRIORITY == "A") ? A_reg : B_reg;
      else if (bypass_A_reg) out <= A_reg;
      else if (bypass_B_reg) out <= B_reg;
      else if (invalid) out <= 0;
      else begin
        case (opcode_reg)
          3'h0: begin
            if (red_op_A_reg && red_op_B_reg) out <= (INPUT_PRIORITY == "A") ? |A_reg : |B_reg;
            else if (red_op_A_reg) out <= |A_reg;
            else if (red_op_B_reg) out <= |B_reg;
            else out <= A_reg | B_reg;
          end
          3'h1: begin
            if (red_op_A_reg && red_op_B_reg) out <= (INPUT_PRIORITY == "A") ? ^A_reg : ^B_reg;
            else if (red_op_A_reg) out <= ^A_reg;
            else if (red_op_B_reg) out <= ^B_reg;
            else out <= A_reg ^ B_reg;
          end
          3'h2: begin
            if (FULL_ADDER == "ON") begin
              out <= A_reg + B_reg + cin_reg;
            end else out <= A_reg + B_reg;
          end
          3'h3: out <= A_reg * B_reg;
          3'h4: begin
            if (direction_reg) out <= {out[4:0], serial_in_reg};
            else out <= {serial_in_reg, out[5:1]};
          end
          3'h5: begin
            if (direction_reg) out <= {out[4:0], out[5]};
            else out <= {out[0], out[5:1]};
          end
        endcase
      end
    end
  end
endmodule
File: ./run.sh
#!/bin/bash
# OpenROAD 26Q1-2900-gdf79404cd8, Yosys 0.63+post, stock flow scripts
make -C /OpenROAD-flow-scripts/flow DESIGN_CONFIG=/design/flow/config.mk WORK_HOME=/design/flow/orfs finish
==> flow_metrics.tcl <==
# flow metrics
set metrics [dict create \
    drive_gt1_frac 0.0882 \
    grt_resource_usage_total 0.160 \
    insertedDiodeCount 0 \
    yosys_most_used_dff "dfrtp_1" \
    total_power_consumption_of_the_routed_design_uw 1220 \
    cp_top_family "adder cells" \
    holdPathEnd "leds[10]" \
    total_cells_reported_by_yosys_after_synthesis 195 \
    grt_pass1_vias 1390 \
    initial_antenna_violation_count 0 \
    share_of_flip_flops_with_an_asynchronous_set_or_reset_after_synthesis 1.00 \
    whs_ns 0.424 \
    path_class "reg2reg" \
    grt_pass1_wl_mm 6.45 \
    coreArea_um2 4850 \
    floorplan.io_pins 40 \
    maxSlewHeadroom 0.626 \
    postSynthSeqShare 0.462 \
    highest_cell_delay_on_the_worst_timing_path_ns 0.52 \
    ys_sh_simple 0.120 \
    cts_root_buffer "clkbuf_8" \
    grt_start_max_net_pins 39 \
    cell_taking_the_most_area_after_synthesis "dfrtp_1" \
    cpMaxStageDelayCell "fa_1" \
    max_freq_mhz 342 \
    total_leakage_power_uw 0.00121 \
    rsz0062_at_grt "false" \
    drt_drc_violations_left 0 \
    path_buffers 2 \
    cap_viol_max_count 0 \
    worst_hold_path.num_cells 1 \
    fp_util 0.425 \
    final_count_of_pins_violating_max_slew 0 \
    post_drt_wl_per_cell_um 12.8 \
    holdCritStartpoint "leds[10]" \
    cts_tree "built" \
    post_synth_num_cell_types 39 \
    ir_drop_worst_case_vdd_mv 0.455 \
    routed_via_density 4.66 \
    synthesis.yosys.warnings 0 \
    setup-tns-final_ns 0 \
    chipArea_um2 5440 \
    hpwlAfterDp_mm 2.96 \
    stage_log_warnings 29 \
    crit-reg2reg-capture "out[5]" \
    fin_crit_sh 0.860 \
    timing.critical_path.to_type "register" \
    crit_fanout 8 \
    areaGrowthSynthToFinish_pct 28.2 \
    worst_clock_skew_ns 0.00607 \
    yosysChipArea_um2 2060 \
    globalRouteOverflowTotal 0 \
    final_cell_count_no_fill 305 \
    rr_worst_depth 12 \
    yosysTopAreaCellShare 0.462 \
    initial_drt_markers 74 \
    result_of_the_run "completed" \
    gpl.final_weighted_congestion 0.860 \
    cts_sinks 38 \
    tritoncts.num_buffers 5 \
    postCtsResizedCells 0 \
    clock_tree.htree_level_count 2 \
    layout.core_utilization 0.544 \
    synthCells 195 \
    r2r_setup_slack_ns 0.47 \
    reg_top3 "leds: 16 flops, out: 6 flops" \
    synth-adder-area-share 0.153 \
    route.vias.total 1422 \
    yosys.area_share.aoi 0.131 \
    p_per_area_nw_per_um2 462 \
    largest_reg_flops 16 \
    syn_area_um2 2060 \
    postSynthRegisterBits 38 \
    cp.arrival_ns 3.14 \
    worst_skew_pair.late_latency_ns 0.29 \
    crit_path_start_kind "register" \
    die_h_um 73.7 \
    die.size.x_um 73.7 \
    dp.cells 297 \
    report.final.hold_viol_count 0 \
    first_pass_iters 4 \
    numPortBuffers 39 \
    worstHoldPathType "reg2reg" \
    path_clk_slew_ns 0.07 \
    num_rows 25 \
    wl_mm 3.89 \
    cts_hold_buffers 0 \
    clock_path_buffers 2 \
    synthesis.area_per_instance_um2 10.6 \
    critical_path_cell_sequence "nand2_1 > fa_1 > fa_1 > inv_1 > ha_1 > inv_1 > fa_1 > xor2_1 > xnor2_1 > xnor2_1 > nand2_1 > a31oi_1" \
    synth-edff-count 0 \
    min_period_ns 2.93 \
    worst_max_slew_pin_slew_ns 0.560 \
    antenna_left 0 \
    largest_reg_by_ff_count "leds" \
    crit_top_cell "fa_1" \
    synth.area.mux_share 0.0438 \
    required_ns 3.61 \
    xor_area_frac 0.0213 \
    synth.area.top_cells "dfrtp_1, ha_1, fa_1, mux2i_1, inv_1" \
    setup_viol 0 \
    crit-reg2reg-launch "A_reg[2]" \
    top_logic_kind "adder cells" \
    postCtsSetupBuffers 0 \
]
[metal layers]
layer  part of all wire  vias to the layer above  wire length (um)  global-route usage
li1                   -                      728                 -                   -
met1               0.48                      649              1870               0.266
met2               0.45                       38              1750               0.235
met3              0.057                        7               220              0.0305
met4              0.012                        0                46              0.0192
met5                  0                        -                 0                   0
[where the power goes]
part           total [uW]  internal, uW  switching, uW
registers             531           493           38.0
logic                 221           130           90.4
clock network         467           313            154
total                1220           936            282
[worst reg2reg max path, delay by kind of cell (launching register included)]
family	cells	cell delay [ns]
compound gates	1	0.15
xor+xnor	3	0.47
fa+ha+maj	4	1.40
buf+inv	2	0.11
flops	1	0.47
simple gates	2	0.25
[worst max path at each step]
| stage | from | end | slack, ns | depth (start not counted) |
|---|---|---|---|---|
| after CTS | A_reg[2] | out[5] | 0.44 | 12 |
| after global routing | A_reg[2] | out[5] | 0.17 | 12 |
| final | A_reg[2] | out[5] | 0.47 | 12 |
[area by class of cell]
class                   count  area [um2]
well taps                  67        83.8
multi-input cells         126         966
clock buffers               6        82.6
fillers                   429        2210
inverters                  26        97.6
flip-flops and latches     38         951
repair buffers             40         398
clock inverters             2        60.1
[logic make-up (layout without fill, tap and decap cells)]
| family | count (synthesis) | count (layout) |
|---|---|---|
| and+or+nand+nor | 51 | 51 |
| AOI/OAI and AO/OA | 40 | 40 |
| DFF | 38 | 38 |
| buffers and inverters | 31 | 74 |
| adders and majority gates | 21 | 21 |
| muxes | 9 | 9 |
| xor gates and xnor gates | 5 | 5 |
[through the flow]
step,instance area [um2],setup WS [ns]
final,2640,0.475
after global placement,2500,0.519
after floorplan,2060,0.613
after CTS,2640,0.438
after global routing,2640,0.165
after detailed placement,2500,0.444
[Yosys cell counts (2+ instances only)]
library cell	number
nor2_1	22
inv_1	24
ha_1	14
o21ai_0	3
a21oi_2	3
nor4_1	2
a221oi_2	2
a31oi_1	4
a21oi_1	9
o21ai_1	8
xnor2_1	2
nor2b_1	2
nand2b_1	5
fa_1	7
buf_6	3
mux2i_1	9
inv_2	2
xor2_1	3
nand2_1	14
dfrtp_1	38
[layout by cell type (no fill, tap or decap), drive strengths merged, types with 6 or more instances in the layout]
master	netlist	final
clkbuf	1	6
a21oi	12	12
inv	26	26
fa	7	7
nor2	23	23
ha	14	14
clkdlybuf4s50	0	39
mux2i	9	9
o21ai	11	11
nand2	14	14
dfrtp	38	38
No activity file was given, so power comes from the tool's default toggle rates.
